**flow/run.sh**
```bash
#!/bin/bash
# OpenROAD 26Q1-2900-gdf79404cd8, Yosys 0.63+post, stock flow scripts
make -C /OpenROAD-flow-scripts/flow DESIGN_CONFIG=/design/flow/config.mk WORK_HOME=/design/flow/orfs finish
```
**flow/config.mk**
```make
export PLATFORM = sky130hd
export DESIGN_NAME = upcounter
export DESIGN_NICKNAME = upcounter
export VERILOG_FILES = /design/flow/design.v
export SDC_FILE = /design/flow/constraint.sdc
export NUM_CORES = 4
export LEC_CHECK = 1
export CORE_AREA = 10 10 70 70
export DIE_AREA = 0 0 80 80
```
**flow/constraint.sdc**
```tcl
current_design upcounter

set clk_period 1.2
set clk_io_pct 0.2

create_clock -name clk0 -period $clk_period [get_ports {clk}]

set non_clock_inputs [all_inputs -no_clocks]
set_input_delay [expr $clk_period * $clk_io_pct] -clock clk0 $non_clock_inputs
set_output_delay [expr $clk_period * $clk_io_pct] -clock clk0 [all_outputs]
```
**flow/design.v**
```verilog
`timescale 1ns / 1ns
module upcounter(clk,rst,q);
output [3:0] q ;
reg [3:0] q = 4'b0;
input clk,rst;
always @(posedge clk)
begin
 if(rst)
   q<=4'b0;
 else
   q<=q+1;
end
endmodule
```
==> reports/qor.csv <==
metric,value,unit
sequentialPowerShare,0.413,
layout.cells.non_filler,72,
drc_errors,0,
grt_pass1_vias,170,
flop_area,85.1,sq um
worst-path-buf-inv,1,
numCtsBuffers,3,
die_h,80,um
critical-path-top-delay-family,flip-flops,
cts_buffer_depth,2,
clock_latency,0.24,ns
hp-class,reg2reg,
p_int,0.000283,W
period_needed,1.05,ns
status,"finished, final reports clean",
crit_fanout,3,
cts_tree,built,
htreeDepth,1,
placedCellCount,65,
cts-root-buf,clkbuf_4,
whs,0.502,ns
switching_share,0.225,
io_pins,6,
antenna_found_initial,0,
cts_hold_buf,0,
grt_pass1_wl,793,um
tightest_slew,0.134,ns
yosysWarnings,1,
setup_viol,0,
layout-drive-gt1-share,0.480,
viasPerCell,1.93,
pwr-share-clk,0.478,
numSynthFlops,4,
n_fill_cell,403,
gr-total-overflow,0,
grt_max_degree,4,
globalplace.congestion,0.674,
worstPathArrival,0.81,ns
dr.pass1.iters,2,
ys_area,145,sq um
powerDensity,1180,nW/um^2
p_sw,0.0000820,W
ys_cells,13,
dp_hpwl,301,um
fp_util,0.0425,
regMostFlops,q,
ys_seq_frac,0.552,
largestRegisters,q (4),
syn-instance-count,13,
finalClockPeriodUsage,0.879,
startpoint_type,flop,
wirelength,470,um
syn_area,145,sq um
portBuffers,5,
grt.total_usage,0.0183,
leakage,0.133,nW
timing_worst_setup_path_type,reg2out,
fmax,0.948,GHz
area_growth,112,%
worstPathRequired,0.96,ns
hold_viol_final,0,
cts_sinks,4,
largest_reg_flops,4,
rsz0062_at_grt,no,
crit_path_max_incr_delay,0.33,ns
cp-end-kind,output port,
clk_pin_slew_worst_paths,0.04,ns
routed-via-count,139,
lay_top_cells,"4 x dlygate4sd2_1, 4 x buf_4, 4 x dfxtp_2, 3 x nor2_1, 3 x clkbuf_4",
crit_path_cell_trace,dlygate4sd2_1,
maxCapViolCount,0,
p_comb_frac,0.109,
die_width,80,um
drtIter0Drc,1,
layout.area.comb,65.1,sq um
tns,0,ns
die_area,6400,sq um
yosys.area.top_type,dfxtp_1,
synth_cell_types,7,
wl_per_cell,6.53,um
ir_drop,0.201,mV
top_cell_area_share,0.552,
area_leaders,"dfxtp_1 55%, mux2_4 10%, ha_1 8.6%",
finClkSkew,0.00606,ns
maxSlewViolCount,0,
ant_nets,0,
slowest_stage,dfxtp_2,
rows,21,
p_total,0.000365,W
avgSynthCellArea,11.2,sq um
slew_headroom,0.910,
coreArea,3420,sq um
stage_log_warnings,25,
power by group through the flow:
stage                 Combinational, W  Clock [W]  Sequential, W
after CTS                    0.0000407   0.000177       0.000150
after global routing         0.0000462   0.000191       0.000151
final                        0.0000399   0.000174       0.000150
worst paths after layout:
kind         startpoint   end  slack, ns  cells after the start
max                q[1]  q[1]       0.15                      1
min                q[0]  q[0]       0.50                      2
max reg2reg        q[2]  q[3]       0.24                      3
min reg2reg        q[0]  q[0]       0.50                      2
layer usage:
metal / up-vias / GRT usage / wire, um
met5: - / 0 / 0
met4: 0 / 0.00528 / 13
met3: 2 / 0.0318 / 141
met2: 9 / 0.0201 / 132
met1: 60 / 0.0153 / 182
li1: 68 / - / -
timing repair:
item | CTS | global route
endpoints found under the hold margin | 0 | 0
endpoints found under the setup margin | 4 | 0
setup buffers | 3 | 0
gates resized | 8 | 0
cell type report:
type / count / share of cell area
sequential: 4 / 0.276
antenna: 1 / 0.00813
tap: 46 / 0.187
multi-input combinational: 9 / 0.211
clock buffer: 3 / 0.0732
timing repair buffer: 9 / 0.244
tightest hold or removal path, cell delays in order, from the launching register on:
cell	delay, ns
dfxtp_2	0.31
buf_4	0.11
nor2_1	0.04
logic make-up after synthesis:
group / Yosys count / share of synthesized area
AND/OR/NAND/NOR: 6 / 0.198
flip-flops: 4 / 0.552
XOR/XNOR: 1 / 0.0604
multiplexers: 1 / 0.103
adder cells (fa/ha/maj): 1 / 0.0862
metrics by stage:
step                      worst slack, ns    util  cell area, sq um
after floorplan                     0.380       -               145
after global placement             0.0420  0.0762               260
after detailed placement           0.0365  0.0762               260
after CTS                           0.135  0.0894               305
after global routing               0.0998  0.0894               305
final                               0.146  0.0901               308
cells in the mapped netlist (all sizes together):
cell type  number
dfxtp           4
nor2b           2
nand3           1
nor2            3
xnor2           1
ha              1
mux2            1
Power is estimated from default activity; no workload was simulated.
